==> run.sh <==
#!/bin/bash
# OpenROAD 26Q1-2900-gdf79404cd8, Yosys 0.63+post, stock flow scripts
make -C /OpenROAD-flow-scripts/flow DESIGN_CONFIG=/design/flow/config.mk WORK_HOME=/design/flow/orfs finish
==> config.mk <==
export PLATFORM = sky130hd
export DESIGN_NAME = show7segment
export DESIGN_NICKNAME = show7segment
export VERILOG_FILES = /design/flow/design.v
export SDC_FILE = /design/flow/constraint.sdc
export NUM_CORES = 4
export LEC_CHECK = 1
export CORE_UTILIZATION = 30
==> constraint.sdc <==
current_design show7segment

set clk_period 3.2
set clk_io_pct 0.2

create_clock -name clk0 -period $clk_period [get_ports {clk_100M}]

set non_clock_inputs [all_inputs -no_clocks]
set_input_delay [expr $clk_period * $clk_io_pct] -clock clk0 $non_clock_inputs
set_output_delay [expr $clk_period * $clk_io_pct] -clock clk0 [all_outputs]
==> design.v <==
`timescale 1ns / 1ps
module show7segment(
    input clk_100M,
    input [7:0] Enable,
    input [31:0] in,
    output reg [7:0] an,
    output reg [6:0] seg
    );
    reg clk_500, en;
    reg [2:0] address;
    reg [17:0] cnt;
    reg [3:0] x;
    wire [3:0] bcdin7, bcdin6, bcdin5, bcdin4, bcdin3, bcdin2, bcdin1, bcdin0;
    assign {bcdin0, bcdin1, bcdin2, bcdin3, bcdin4, bcdin5, bcdin6, bcdin7} = in;
    initial
        begin
            address=0;
            cnt = 0;
            x=0;
        end
    always @ (*)
        case(address)
            3'd0:an=8'b01111111;
            3'd1:an=8'b10111111;
            3'd2:an=8'b11011111;
            3'd3:an=8'b11101111;
            3'd4:an=8'b11110111;
            3'd5:an=8'b11111011;
            3'd6:an=8'b11111101;
            3'd7:an=8'b11111110;
        endcase
    always @ (*)
        if(en)
            case(x)
                4'd0:seg = 7'b1000000;
                4'd1:seg = 7'b1111001;
                4'd2:seg = 7'b0100100;
                4'd3:seg = 7'b0110000;
                4'd4:seg = 7'b0011001;
                4'd5:seg = 7'b0010010;
                4'd6:seg = 7'b0000010;
                4'd7:seg = 7'b1111000;
                4'd8:seg = 7'b0000000;
                4'd9:seg = 7'b0010000;
                4'd10:seg = 7'b0001000;
                4'd11:seg = 7'b0000011;
                4'd12:seg = 7'b0100111;
                4'd13:seg = 7'b0100001;
                4'd14:seg = 7'b0000110;
                4'd15:seg = 7'b0001110;
            endcase
        else seg = 7'b1111111;
    always @(posedge clk_100M)
        begin
            if (cnt == 0)
                clk_500 <= 1;
            else 
                clk_500 <= 0;
            if (cnt < 199999)
                cnt <= cnt + 1;
            else 
                cnt <= 0;
        end
    always @(posedge clk_500) 
        begin
            if(address==3'd7) address=3'd0; 
            else address=address+1; 
            case(address)
                3'd0:if(Enable[0]) begin x <= bcdin0; en <= 1'b1;end 
                     else en = 1'b0;
                3'd1:if(Enable[1]) begin x <= bcdin1; en <= 1'b1;end 
                     else en = 1'b0;
                3'd2:if(Enable[2]) begin x <= bcdin2; en <= 1'b1;end 
                     else en = 1'b0;
                3'd3:if(Enable[3]) begin x <= bcdin3; en <= 1'b1;end 
                     else en = 1'b0;
                3'd4:if(Enable[4]) begin x <= bcdin4; en <= 1'b1;end 
                     else en = 1'b0;
                3'd5:if(Enable[5]) begin x <= bcdin5; en <= 1'b1;end 
                     else en = 1'b0;
                3'd6:if(Enable[6]) begin x <= bcdin6; en <= 1'b1;end 
                     else en = 1'b0;
                3'd7:if(Enable[7]) begin x <= bcdin7; en <= 1'b1;end 
                     else en = 1'b0;
            endcase 
        end
endmodule
==> impl_metrics.py <==
# Synthesis and PnR figures
metrics = {
    "status": {
        "outcome": "finished, final reports clean",
    },
    "critical_path": {
        "startpoint_type": "flop",
        "reg2reg_from": "cnt[0]",
        "r2r_end": "cnt[16]",
        "arrival_ns": 1.92,
        "cp_data_required_time_ns": 3.39,
        "rr_worst_depth": 5,
        "crit_type": "reg -> reg",
        "reg2reg_slack_ns": 1.47,
        "crit_fanout": 6,
        "crit_path_end_kind": "flop",
    },
    "place": {
        "place_ws_ns": 1.47,
        "gp_congestion": 0.840,
        "placed_cell_area_sq_um": 2560,
        "dp_hpwl_mm": 3.33,
        "portBuffers": 55,
    },
    "detailed_routing": {
        "wl_met1_mm": 2.19,
        "topRoutingLayerUsed": "met4",
        "vias": 1842,
        "wl_mm": 4.38,
        "num_antenna_cells": 0,
        "dr.first_iter.drc_count": 81,
        "wl_met3_um": 258,
        "antenna_left": 0,
        "vias_per_cell": 5.09,
        "dr.pass1.iters": 4,
        "wl_per_cell_um": 12.1,
        "routed-wl-met2_mm": 1.90,
        "drc": 0,
    },
    "power_and_ir_drop": {
        "p_total_w": 0.000466,
        "power_frac_seq_pct": 51.1,
        "cellPowerDensity_nw_per_um2": 178,
        "ir_drop_uv": 258,
        "power.share.clock_pct": 35.4,
        "p_leak_nw": 0.861,
        "p_int_w": 0.000376,
        "p_comb_share_pct": 13.5,
        "switchingPower_w": 0.0000894,
        "sw_frac_of_total_pct": 19.2,
    },
    "synth": {
        "ys_warn_count": 1,
        "syn_avg_cell_area_sq_um": 8.31,
        "netlist_top_cells_count": "nor2_1 (34), dfxtp_1 (23), ha_1 (15), nand2_1 (15), inv_1 (14)",
        "edf_count": 4,
        "synth_area_sq_um": 1980,
        "ys_area_sq_um": 1980,
        "synth.distinct_cells": 49,
        "async_reset_ff_share_pct": 0,
        "top_area_share_pct": 23.3,
        "most_common_cell": "nor2_1",
        "top_area_cell": "dfxtp_1",
        "ys_seq_share_pct": 29.3,
        "ys.flop_type": "dfxtp_1",
        "topCellsByArea": "dfxtp_1 (23%), ha_1 (9.5%), nor2_1 (6.5%)",
        "ys.flops": 27,
        "synthCells": 238,
        "yosys_cells": 238,
    },
    "timing": {
        "rsz0062_at_grt": "no",
        "unclocked_regs": 8,
        "worst_slew_pin_slew_ns": 0.855,
        "fin_crit_sh_pct": 54.2,
        "clock_skew_ns": 0.00132,
        "tns_ns": 0,
        "period_minus_slack_ns": 1.73,
        "slew_headroom_pct": 43.0,
        "fmax_mhz": 577,
        "finalSetupViolations": 0,
        "finalHoldViolCount": 0,
        "drv_slew": 0,
        "final.setup.worst_slack_ns": 1.47,
        "untimed_endpoints": 27,
    },
    "floorplan": {
        "die_w_um": 83.2,
        "die_h_um": 83.2,
        "io_pins": 56,
        "dieArea_sq_um": 6920,
        "core_sq_um": 6350,
        "rows": 29,
        "fp_util_pct": 31.2,
    },
    "layout": {
        "area_growth_pct": 31.9,
        "drive_above_1_share_pct": 5.96,
        "final_cell_area_sq_um": 2610,
        "utilization_pct": 41.1,
    },
    "clocking": {
        "root_buffer": "clkbuf_8",
        "cts_tree": "built",
        "cts_buffers": 3,
        "cts_setup_buffers": 0,
        "cts_max_level": 1,
        "hold_buffers": 0,
        "clock_latency_ns": 0.25,
        "max-clock-path-buffers": 2,
        "cts_resized": 0,
        "clkSlewWorstSetupHoldPaths_ns": 0.07,
    },
    "global_route": {
        "antenna_found_initial": 0,
        "grt_overflow_total": 0,
        "grt_max_degree": 28,
        "gr-usage-all-layers_pct": 12.6,
        "grt_pass1_vias": 1633,
        "grt_pass1_wl_mm": 7.27,
    },
    "min_path": {
        "hold_start": "cnt[0]",
        "holdPathEnd": "cnt[0]",
        "min_path_type": "reg -> reg",
        "min_path_cells": 1,
    },
    "run": {
        "tool_warnings": 36,
        "cap_violations": 0,
    },
}
worst max-delay path, cell delays in order, from the launching register on:
cell     delay (ns)
dfxtp_1        0.39
ha_1           0.25
nand3_4        0.13
or3_4          0.42
or3_1          0.37
a21oi_2        0.13
cell families after synthesis:
| family | share of synthesized area [%] |
|---|---|
| compound gates | 16.6 |
| xor+xnor | 5.76 |
| fa+ha+maj | 9.49 |
| buf+inv | 5.69 |
| flops | 29.3 |
| mux | 4.81 |
| simple gates | 28.3 |
placed cells by master (no fill, tap or decap), types with 7 or more instances in the layout:
master,count
a21oi_1,7
clkdlybuf4s50_1,55
dfxtp_1,23
ha_1,15
inv_1,14
nand2_1,15
nand2b_1,8
nand3_1,9
nor2_1,34
nor4_1,7
o21ai_0,7
xnor2_1,12
per-stage QoR:
stage | hold WS, ns | std cells
after floorplan | 0.441 | 238
after global placement | 0.453 | 358
after detailed placement | 0.464 | 358
after CTS | 0.480 | 362
after global routing | 0.528 | 362
final | 0.476 | 362
sequential cells by signal, summed over array words and instances (netlist names):
| register | cells |
|---|---|
| address | 3 |
| x | 4 |
| clk_500 | 1 |
| cnt | 18 |
| en | 1 |
area by class of cell:
class / count / area (sq um)
Timing Repair Buffer: 55 / 551
Clock buffer: 4 / 45.0
Inverter: 14 / 52.6
Multi-Input combinational cell: 185 / 1280
Fill cell: 627 / 3740
Tap cell: 77 / 96.3
Sequential cell: 27 / 581
metal layers:
layer / global-route usage (%) / vias to the layer above
li1: - / 953
met1: 18.9 / 821
met2: 20.3 / 64
met3: 1.72 / 4
met4: 1.41 / 0
met5: 0 / -
how the worst max path moves through the flow:
stage / to / from / slack, ns / cells after the start
after CTS: cnt[16] / cnt[0] / 1.45 / 5
after global routing: cnt[16] / cnt[0] / 1.38 / 5
final: cnt[16] / cnt[0] / 1.47 / 5
power groups by stage:
stage	logic (W)	registers (W)	clock network, W
5_1_grt	0.0000677	0.000238	0.000174
4_1_cts	0.0000635	0.000238	0.000171
6_report	0.0000628	0.000238	0.000165
Power figures rest on the tool's default switching activity, not on a simulated workload.
