==> /design/flow/design.v <==
`timescale 1ns / 1ps
module ALU(
    input [31:0] a, b,
    input [3:0] ALUOp,
    input [4:0] Shamt,
    output reg [31:0] out
    );
    parameter ADD = 4'h0, SUB = 4'h1, SLT = 4'h2, SLTU = 4'h3, AND = 4'h4;
    parameter OR = 4'h5, XOR = 4'h6, NOR = 4'h7, SLL = 4'h8, SRL = 4'h9;
    parameter SRA = 4'ha, SLLV = 4'hb, SRLV = 4'hc, SRAV = 4'hd, LUI = 4'he;  
    always @(*)
        case(ALUOp)
            ADD    : out <= a + b;
            SUB    : out <= a - b;
            SLT    : out <= ($signed(a) < $signed(b));
            SLTU   : out <= (a < b);
            AND    : out <= a & b;
            OR     : out <= a | b;
            XOR    : out <= a ^ b;
            NOR    : out <= ~(a | b);
            SLL    : out <= b << Shamt;
            SRL    : out <= b >> Shamt;
            SRA    : out <= ($signed(b)) >>> Shamt;
            SLLV   : out <= b << a[4:0];
            SRLV   : out <= b >> a[4:0];
            SRAV   : out <= ($signed(b)) >>> a[4:0];
            LUI    : out <= {b[15:0],16'b0};
            default: out <= 0; 
        endcase
endmodule
==> /design/flow/run.sh <==
#!/bin/bash
# OpenROAD 26Q1-2900-gdf79404cd8, Yosys 0.63+post, stock flow scripts
make -C /OpenROAD-flow-scripts/flow DESIGN_CONFIG=/design/flow/config.mk WORK_HOME=/design/flow/orfs finish
==> /design/flow/config.mk <==
export PLATFORM = sky130hd
export DESIGN_NAME = ALU
export DESIGN_NICKNAME = ALU
export VERILOG_FILES = /design/flow/design.v
export SDC_FILE = /design/flow/constraint.sdc
export NUM_CORES = 4
export LEC_CHECK = 1
export CORE_UTILIZATION = 50
==> /design/flow/constraint.sdc <==
current_design ALU

set clk_period 15.8
set clk_io_pct 0.2

create_clock -name clk0 -period $clk_period

set non_clock_inputs [all_inputs -no_clocks]
set_input_delay [expr $clk_period * $clk_io_pct] -clock clk0 $non_clock_inputs
set_output_delay [expr $clk_period * $clk_io_pct] -clock clk0 [all_outputs]
==> results.sh <==
# source this file to load flow results
export IMPL_status="finished, final reports clean"
export IMPL_worstHoldPathCells=7
export IMPL_initial_core_util=0.509
export IMPL_place_area_mm2=0.0123
export IMPL_worst_pin_slew_ns=1.04
export IMPL_ioPinCount=105
export IMPL_yosysUniqueCellTypes=86
export IMPL_globalRoute_totalOverflow=0
export IMPL_p_per_area_mw_per_mm2=40.9
export IMPL_finalClockPeriodUsage=0.720
export IMPL_cp_cell_sequence="clkdlybuf4s50_1, and4bb_2, mux2i_4, buf_4, mux2i_1, mux2i_1, mux2i_1, a21oi_1, a2111oi_0, buf_4, nand4_1, clkdlybuf4s50_1"
export IMPL_fp_dieW_um=151
export IMPL_worst_path_max_fanout=34
export IMPL_hold_class="input port to output pin"
export IMPL_slowest_delay_ns=0.81
export IMPL_flops=0
export IMPL_relSlewSlack=0.304
export IMPL_syn_area_per_cell_um2=6.87
export IMPL_rsz0062_at_grt="no"
export IMPL_die_h_um=151
export IMPL_syn_inst=1612
export IMPL_io_buffer_count=105
export IMPL_p_sw_mw=0.314
export IMPL_clock_buffers=0
export IMPL_path_class="input port to output pin"
export IMPL_dpl_hpwl_um=41600
export IMPL_wirelength_um=55200
export IMPL_leakagePower_nw=5.30
export IMPL_whs_ns=7.68
export IMPL_tns_ns=0
export IMPL_wire_per_inst_um=28.9
export IMPL_end_kind="output pin"
export IMPL_drc_errors=0
export IMPL_drt_first_pass_iters=12
export IMPL_synth_warnings=1
export IMPL_stdcell_area_mm2=0.0123
export IMPL_finalCriticalPeriod_ns=11.38
export IMPL_fp_coreArea_mm2=0.0218
export IMPL_yosys_area_top_type_share=0.182
export IMPL_seqCellArea_um2=0
export IMPL_whs_endpoint="out[0]"
export IMPL_gp_congestion=1.09
export IMPL_ant_nets=0
export IMPL_synth_area_yosys_mm2=0.0111
export IMPL_crit_family="buffers and inverters"
export IMPL_drv_slew=0
export IMPL_antenna_found_initial=1
export IMPL_finalWorstSetupSlack_ns=4.42
export IMPL_area_delta_synth_final_pct=11.1
export IMPL_num_vias=13900
export IMPL_postSynthSeqShare=0
export IMPL_grtUsageTotal=0.495
export IMPL_min_from="ALUOp[1]"
export IMPL_max_freq_mhz=87.9
export IMPL_grt_pass1_vias=12500
export IMPL_syn_area_mm2=0.0111
export IMPL_grt_max_degree=55
export IMPL_ys_cells=1612
export IMPL_worst_setup_path_start_kind="input port"
export IMPL_maxCapViolations=0
export IMPL_ctsResizeCount=0
export IMPL_die_area_mm2=0.0228
export IMPL_synthTopCellsByArea="mux2i_1, ha_1, mux4_2"
export IMPL_hold_violations=0
export IMPL_critPathArrivalTime_ns=8.22
export IMPL_intPower_mw=0.189
export IMPL_grt_pass1_wl_um=80600
export IMPL_switching_share=0.624
export IMPL_drtIter0Drc=1638
export IMPL_postCtsHoldBufs=0
export IMPL_crit_slowest_cell="clkdlybuf4s50_1"
export IMPL_cts_setup_buffers=0
export IMPL_drive_gt1_frac=0.0842
export IMPL_avgViaCountPerCell=7.27
export IMPL_warnings=103
export IMPL_vdd_ir_drop_max_mv=0.0190
export IMPL_crit_buf_inv=4
export IMPL_crit_top_cell="mux2i_1"
export IMPL_setup_viol=0
export IMPL_preCtsSetupSlack_ns=4.54
export IMPL_crit_required_ns=12.64
export IMPL_rows=54
export IMPL_top_area_cell="mux2i_1"
-- worst min-delay path: cells and delay by family --
kind | cells | cell delay [ns]
compound gates | 3 | 0.38
buf+inv | 3 | 0.84
simple gates | 1 | 0.11
-- layout by cell type (no fill, tap or decap), types with 8 or more instances in the layout --
master | synthesis | layout
a22oi_1 | 8 | 8
o21ai_1 | 19 | 19
nand2_1 | 178 | 178
nand3_1 | 58 | 58
a221oi_1 | 17 | 17
o21ai_0 | 91 | 91
mux4_2 | 31 | 31
nand2b_1 | 12 | 12
o211ai_1 | 24 | 24
a222oi_1 | 13 | 13
a211oi_1 | 38 | 38
clkdlybuf4s50_1 | 0 | 103
nand4_1 | 15 | 15
nor2_1 | 123 | 123
a21oi_1 | 125 | 124
ha_1 | 103 | 103
o22ai_1 | 31 | 31
o21bai_1 | 13 | 13
nor3_1 | 21 | 20
nor2b_1 | 12 | 12
a21o_1 | 11 | 11
inv_1 | 101 | 101
and3_1 | 16 | 16
buf_4 | 10 | 58
mux2_2 | 10 | 10
mux2i_1 | 202 | 194
nor4_1 | 9 | 8
a32oi_1 | 9 | 9
o221ai_1 | 9 | 9
o31ai_1 | 10 | 10
a31oi_1 | 22 | 22
-- power by group through the flow --
stage    registers (mW)  clock network, mW  logic, mW
4_1_cts               0                  0      0.480
5_1_grt               0                  0      0.528
-- logic make-up after synthesis --
kind of cell,share of synthesized area
AOI/OAI and AO/OA,0.315
and+or+nand+nor,0.199
muxes,0.266
buffers and inverters,0.0963
adders and majority gates,0.120
xor gates and xnor gates,0.00395
-- routing by layer --
metal,GRT usage,up-vias,share of wire
met3,0.186,255,0.15
met1,0.652,6354,0.37
met2,0.698,1166,0.40
met5,0.0182,-,0.00085
met4,0.271,2,0.070
li1,-,6101,-
-- worst max path at each step --
stage / startpoint / end / slack, ns / depth (start not counted)
global route: ALUOp[3] / out[24] / 4.22 / 12
finish: ALUOp[3] / out[24] / 4.42 / 12
CTS: ALUOp[3] / out[24] / 4.54 / 12
-- cells in the mapped netlist, drive strengths merged (22+ instances only) --
cell type,number
inv,102
a211oi,38
mux2i,205
nand3,58
o22ai,31
ha,103
o21ai,110
o211ai,24
nand2,178
nor2,123
a31oi,22
clkbuf,100
a21oi,126
mux4,31
buf,47
-- final cells by class --
| class | instances | area, um2 |
|---|---|---|
| Fill cell | 2113 | 9450 |
| Inverter | 102 | 383 |
| Tap cell | 280 | 350 |
| Antenna cell | 1 | 2.50 |
| Multi-Input combinational cell | 1363 | 10100 |
| Timing Repair Buffer | 162 | 1470 |
-- through the flow --
step / instances / power (mW) / util
final: 1908 / 0.503 / 0.566
after global routing: 1907 / 0.528 / 0.566
after CTS: 1907 / 0.480 / 0.566
after detailed placement: 1907 / 0.478 / 0.566
after global placement: 1907 / 0.478 / 0.566
after floorplan: 1612 / 0.294 / -
Power is estimated from default activity; no workload was simulated.
