--- design.v ---
`timescale 1ns / 1ps
module ID_EX_Reg(
    input clk, clr, rst,
    input ID_RegWrite, ID_MemtoReg, ID_MemWrite, ID_ALUSrc, ID_RegDst,
    input [2:0] ID_JumpBranch,
    input [3:0] ID_ALUOp,
    input [31:0] ID_rsData, ID_rtData, ID_ExtImm, ID_NPC,
    input [4:0] ID_rsAddr, ID_rtAddr, ID_rdAddr, ID_Shamt,
    output reg EX_RegWrite, EX_MemtoReg, EX_MemWrite, EX_ALUSrc, EX_RegDst,
    output reg [2:0] EX_JumpBranch,
    output reg [3:0] EX_ALUOp,
    output reg [31:0] EX_rsData, EX_rtData, EX_ExtImm, EX_NPC,
    output reg [4:0] EX_rsAddr, EX_rtAddr, EX_rdAddr, EX_Shamt
    );
    always@ (posedge clk,posedge rst)
        if(rst)
            begin
                EX_RegWrite <= 0;
                EX_MemWrite <= 0;
            end
        else if(clr)     
            begin
                EX_RegWrite <= 0;
                EX_MemtoReg <= 0;
                EX_MemWrite <= 0;
            end
        else
            begin
                EX_RegWrite <= ID_RegWrite;
                EX_MemtoReg <= ID_MemtoReg;
                EX_MemWrite <= ID_MemWrite;
                EX_ALUSrc <= ID_ALUSrc;
                EX_RegDst <= ID_RegDst;
                EX_ALUOp <= ID_ALUOp;
                EX_JumpBranch <= ID_JumpBranch;
                EX_rsData <= ID_rsData;
                EX_rtData <= ID_rtData;
                EX_NPC <= ID_NPC;
                EX_ExtImm <= ID_ExtImm;
                EX_rsAddr <= ID_rsAddr;
                EX_rtAddr <= ID_rtAddr;
                EX_rdAddr <= ID_rdAddr;
                EX_Shamt <= ID_Shamt;
            end    
endmodule
--- run.sh ---
#!/bin/bash
# OpenROAD 26Q1-2900-gdf79404cd8, Yosys 0.63+post, stock flow scripts
make -C /OpenROAD-flow-scripts/flow DESIGN_CONFIG=/design/flow/config.mk WORK_HOME=/design/flow/orfs finish
--- config.mk ---
export PLATFORM = sky130hd
export DESIGN_NAME = ID_EX_Reg
export DESIGN_NICKNAME = ID_EX_Reg
export VERILOG_FILES = /design/flow/design.v
export SDC_FILE = /design/flow/constraint.sdc
export NUM_CORES = 4
export LEC_CHECK = 1
export CORE_UTILIZATION = 30
--- constraint.sdc ---
current_design ID_EX_Reg

set clk_period 1.0
set clk_io_pct 0.2

create_clock -name clk0 -period $clk_period [get_ports {clk}]

set non_clock_inputs [all_inputs -no_clocks]
set_input_delay [expr $clk_period * $clk_io_pct] -clock clk0 $non_clock_inputs
set_output_delay [expr $clk_period * $clk_io_pct] -clock clk0 [all_outputs]
==> results_dict.tcl <==
# flow metrics
set metrics [dict create \
    power_frac_comb_pct 8.0 \
    core_area_um2 15400 \
    warning_count 28 \
    dieHeight_um 129 \
    drv_cap 0 \
    cts_made_buffers 17 \
    pwr_density_cell_nw_per_um2 1840 \
    synth_flops 160 \
    synthToLayoutAreaGrowth_pct 73.2 \
    htree_levels 4 \
    cp_num_buf_inv 1 \
    grt.total_usage_pct 15.2 \
    post-route-util_pct 54.1 \
    chipArea_um2 16600 \
    ys_seq_share_pct 99.5 \
    slowest_stage "edfxtp_1" \
    antennaDiodeCount 0 \
    hold_viol 0 \
    regArea_um2 4790 \
    lay_top_cells "160 x clkdlybuf4s50_1, 160 x buf_2, 158 x edfxtp_1, 17 x clkbuf_16, 7 x buf_12" \
    synthCells 165 \
    layout-drive-gt1-share_pct 38.4 \
    fin_ws_ps -141 \
    p_leak_nw 3.19 \
    die-width_um 129 \
    p_sw_share_pct 19.1 \
    dp_cells 711 \
    status "finished with violations" \
    wl_per_cell_um 16.2 \
    fill_cells 1266 \
    syn-cell-area_um2 4820 \
    worstSetupPathType "flip-flop to output pin" \
    path_max_fanout 1 \
    antenna_found_initial 0 \
    ant_nets 0 \
    synth_chip_area_um2 4820 \
    stdcell_area_um2 8350 \
    yosysWarnings 1 \
    setup.worst_path.start_class "flip-flop" \
    hold_depth 3 \
    placed_area_um2 8500 \
    initialDrtViolationCount 132 \
    hp-start "clr" \
    min_path_type "input pin to flip-flop" \
    drv_slew 0 \
    end_kind "output pin" \
    p_clk_share_pct 40.2 \
    peakVddDrop_mv 1.26 \
    fp_util_pct 31.2 \
    crit_chain "buf_2" \
    grt_max_degree 30 \
    final-comb-area_um2 30.0 \
    drt_wl_total_um 12100 \
    period_needed_ps 1140 \
    io_pins 323 \
    fmax_mhz 877 \
    ys_types 5 \
    crit_family "flip-flops" \
    root_buffer "clkbuf_16" \
    period_used_pct 114 \
    syn_area_per_cell_um2 29.2 \
    cts_sinks 160 \
    io_buffers 322 \
    arrival_ps 940 \
    hpwl_um 9140 \
    grt_pass1_wl_um 17100 \
    min_to "EX_RegWrite" \
    violations "setup timing" \
    grt_pass1_vias 3057 \
    p_int_mw 12.4 \
    p_sw_mw 2.94 \
    cts_setup_buffers 0 \
    setup-violations-final 160 \
    vias 2992 \
    routabilityCongestion 0.773 \
    seq_power_share_pct 51.8 \
    drc 0 \
    tritoncts "yes" \
    tightest_slew_ps 183 \
    power.total_mw 15.4 \
    clockBufferDepth 2 \
    rsz0062_at_grt "yes" \
    drtPass1Iterations 3 \
    max_slew_margin_pct 87.8 \
    via_per_inst 4.02 \
    clk_pin_slew_ps 60 \
    critical_path.max_stage_delay_ps 390 \
    grt.overflow.total 0 \
    required_ps 800 \
    layout.cells.non_filler 745 \
    rows 45 \
    synth_stat.cells 165 \
]
registers in the layout, indices dropped and copies added (netlist names):
| register | count |
|---|---|
| EX_rdAddr | 5 |
| EX_Shamt | 5 |
| EX_ALUSrc | 1 |
| EX_ExtImm | 32 |
| EX_NPC | 32 |
| EX_MemWrite | 1 |
| EX_rtAddr | 5 |
| EX_ALUOp | 4 |
| EX_RegWrite | 1 |
| EX_MemtoReg | 1 |
| EX_JumpBranch | 3 |
| EX_rtData | 32 |
| EX_rsAddr | 5 |
| EX_RegDst | 1 |
| EX_rsData | 32 |
synth_stat cells, drive strengths merged:
library cell	number	share of area (%)
edfxtp	158	98
nor2b	3	0.39
dfrtp	2	1.0
inv	1	0.078
nor2	1	0.078
power by group through the flow:
| stage | Sequential, mW | Combinational [mW] | Clock, mW |
|---|---|---|---|
| 4_1_cts | 7.97 | 1.26 | 6.38 |
| 6_report | 7.96 | 1.23 | 6.19 |
| 5_1_grt | 8.00 | 1.33 | 6.68 |
kinds of logic (layout without fill, tap and decap cells):
logic type / count (synthesis) / in the layout / synth area share [%]
buffers and inverters: 1 / 370 / 0.0778
flip-flops: 160 / 160 / 99.5
AND/OR/NAND/NOR: 4 / 4 / 0.467
cell type report:
type | instances | share of cell area [%]
flip-flops and latches | 160 | 57.4
repair buffers | 338 | 32.2
clock buffers | 18 | 5.14
well taps | 211 | 3.16
clock inverters | 13 | 1.66
multi-input cells | 4 | 0.360
inverters | 1 | 0.0450
stage by stage:
step	hold WS (ps)	setup TNS (ps)	setup slack, ps
final	261	-14190	-141
after global routing	262	-22960	-185
after CTS	239	-19510	-172
after detailed placement	576	-77610	-546
after global placement	571	-74590	-523
after floorplan	-47.1	-303460	-1930
what timing repair did:
action                     4_1_cts  5_1_grt
setup endpoints to repair      310      160
resized                        512        0
pin swaps                        1        0
hold endpoints to repair         2        0
hold buffers                     1        0
cloned                           2        0
how the worst max path moves through the flow:
stage                        start            to  slack (ps)  cells past startpoint
final                  EX_MemtoReg   EX_MemtoReg        -140                      1
after global routing  EX_rtData[4]  EX_rtData[4]        -190                      1
after CTS              EX_MemtoReg   EX_MemtoReg        -170                      1
tightest hold or removal path, delay by kind of cell:
family | cells | cell delay (ps)
and+or+nand+nor | 1 | 40
buffers and inverters | 2 | 400
layer usage:
layer	GRT usage [%]	up-vias	part of all wire, %
li1	-	1389	-
met1	19.9	1389	35
met2	23.8	203	48
met3	8.98	11	15
met4	1.66	0	1.1
met5	0	-	0
Power and IR drop assume default switching activity.
